==> /design/flow/design.v <==
`timescale 1ns / 1ps
module LEG(
    input clk,
    output logic rgbchain
    );
    logic [3:0] T = 0;
    logic digit;
    logic [23:0] rgb = 1023;
    always_ff@(posedge clk)
    begin
            if (digit == 0) 
            begin 
                  if (T < 5) rgbchain = 1;
                  else rgbchain = 0;
                  if (T == 15) T = 0;
                  else T++;
            end
            if (digit == 1) 
            begin
                if (T < 9) rgbchain = 1;
                else rgbchain = 0;
                if (T == 15) T = 0;
                else T++;
            end
       end
endmodule
==> /design/flow/run.sh <==
#!/bin/bash
# OpenROAD 26Q1-2900-gdf79404cd8, Yosys 0.63+post, stock flow scripts
make -C /OpenROAD-flow-scripts/flow DESIGN_CONFIG=/design/flow/config.mk WORK_HOME=/design/flow/orfs finish
==> /design/flow/config.mk <==
export PLATFORM = sky130hd
export DESIGN_NAME = LEG
export DESIGN_NICKNAME = LEG
export VERILOG_FILES = /design/flow/design.v
export SDC_FILE = /design/flow/constraint.sdc
export NUM_CORES = 4
export LEC_CHECK = 1
export CORE_AREA = 10 10 70 70
export DIE_AREA = 0 0 80 80
==> /design/flow/constraint.sdc <==
current_design LEG

set clk_period 1.5
set clk_io_pct 0.2

create_clock -name clk0 -period $clk_period [get_ports {clk}]

set non_clock_inputs [all_inputs -no_clocks]
set_input_delay [expr $clk_period * $clk_io_pct] -clock clk0 $non_clock_inputs
set_output_delay [expr $clk_period * $clk_io_pct] -clock clk0 [all_outputs]
==> reports/highlights.md <==
• **result of the run** complete, no violations
• **leakage dissipation** 0.1080 nW
• **Post-Route Skew** 0.8372 ps
• **largest delay contributor family on the critical path** buffers and inverters
• **Worst setup SP type** register
• **total chip power** 0.2916 mW
• **yosys synthesis chip area** 202.7 sq um
• **worst flop-to-flop path endpoint** T[3]$_SDFF_PN0_
• **global-route layer with the greatest usage** met3
• **H-Tree Depth** 1
• **Post CTS Setup Buffer Count** 0
• **deepest clock path buffer count** 2
• **number of I/O port buffers** 1
• **DR vias** 144
• **number of buffers and inverters on the critical path** 1
• **met2 Use GR** 0.01605
• **per-instance average area after synthesis** 10.13 sq um
• **number of different library cells in the post-synthesis netlist** 10
• **count of final max-slew check failures** 0
• **clock tree from TritonCTS** built
• **launching instance or port of the critical path** rgbchain$_DFF_P_
• **maximum number of pins on one net before global-route repair** 7
• **launch point of the worst reg-to-reg path** T[0]$_SDFF_PN0_
• **share of layout cells above drive strength 1** 0.1600
• **top cells by area, synth** dfxtp_1, ha_1, inv_1
• **remaining max-slew budget at the tightest pin** 0.8654
• **DR vias/cell** 2.028
• **crit end category** primary output
• **core utilization at floorplan** 0.05934
• **Cells after Synth** 20
• **post-synthesis sequential area ratio** 0.4938
• **number of warnings the tools reported** 26
• **cts-stage hold buffer count** 0
• **antenna violations before repair** 0
• **synthesized area** 202.7 sq um
• **first-iteration detailed-routing DRC count** 21
• **setup slack on the worst flop-to-flop path** 430 ps
• **max-capacitance violation count** 0
• **area share of the largest cell type after synthesis** 0.4938
• **largest driver fanout on the critical path** 1
• **Cell Count, Final, Fillers Out** 71
• **post-route clock period utilization** 0.8607
• **Setup CP Type** register to primary output
• **met3 demand-to-capacity share in global routing** 0.02386
• **Resized Gates After CTS** 0
• **number of detailed-routing iterations run before antenna repair** 2
• **transition at the pin with the smallest max-transition slack** 201.6 ps
• **worst path setup slack after routing** 209.0 ps
• **Root Buffer** clkbuf_4
• **number of clock sinks seen by CTS** 5
• **Largest stage delay, worst path** 450 ps
• **width of the die** 80 um
• **critical-path cell list** clkdlybuf4s50_1
• **io pins** 2
• **power density over cell area** 983.4 mW/mm^2
• **number of cells traversed by the worst register-to-register path** 3
• **number of storage elements in the synthesis netlist** 5
• **worst-path cell with the longest stage delay** clkdlybuf4s50_1
• **core box area** 0.003416 sq mm
• **Final Hold Violation Tally** 0
• **most area-hungry cell type in the Yosys netlist** dfxtp_1
• **clock transition at the registers of the reported paths** 40 ps
• **growth of design area from synthesis to finish** 46.30%
• **Max IR drop VDD** 0.1884 mV
• **number of rows in the core area** 21
• **insertion delay to the later sink of the worst-skew pair** 240 ps
• **CTS buffer count** 3
• **RSZ-0062 raised after global routing** no
• **ant diodes** 0
• **number of standard cells reported by yosys** 20
• **hold worst-path end** rgbchain$_DFF_P_
• **smallest hold slack** 502.3 ps
• **post-placement cell count** 67
• **startpoint of the tightest hold check path** T[3]$_SDFF_PN0_
• **final count of negative-setup-slack endpoints** 0
• **wire length per cell after detailed routing** 5.099 um
• **via count of the first global-routing pass** 153
• **met1 layer usage reported by global route** 0.01332
• **grt ovf** 0
• **minimum period implied by the final worst setup slack** 1291 ps
• **Vert. Die Dim** 80 um
• **first-pass GRT wire length** 655 um
• **critical path data required time** 1200 ps
• **global-route usage over all layers** 0.01437
• **die area** 0.006400 sq mm
• **total of warnings raised by yosys** 2
• **drt total wl** 362 um
• **DRC violations left** 0
• **final weighted congestion in routability-driven placement** 0.6152
• **Sum Neg Setup Slack** 0 ps
• **WP data arrival** 990 ps
• **HPWL after detailed placement** 255 um
• **Max Fclk** 774.6 MHz
• **worst min path class** register to register
• **hold-critical path depth** 1
• **antenna violation net count after detailed routing** 0
• **worst setup slack after placement** 437.3 ps
-- Yosys cell counts --
cell,n
a21oi_1,1
a311o_1,1
a31oi_1,2
and2b_2,1
and4b_1,1
dfxtp_1,5
ha_1,2
inv_1,5
nand2_1,1
xor2_1,1
-- routing by layer --
layer,vias up,share of wire
met4,0,0
met2,6,0.34
met1,62,0.43
li1,76,-
met5,-,0
met3,0,0.22
-- through the flow --
step                         util  area, sq um
after floorplan                 -        202.7
after CTS                 0.08681        296.5
after global routing      0.08681        296.5
after global placement    0.07912        270.3
after detailed placement  0.07912        270.3
final                     0.08681        296.5
-- cells in the final DEF, fill, tap and decap left out --
cell	synthesis	final
and4b_1	1	1
clkbuf_4	0	3
nand2_1	1	1
clkbuf_1	0	1
a31oi_1	2	2
and2b_2	1	1
ha_1	2	2
inv_1	5	5
clkdlybuf4s50_1	0	1
a311o_1	1	1
dfxtp_1	5	5
xor2_1	1	1
a21oi_1	1	1
-- worst max-delay path by stage --
stage / depth (start not counted) / endpoint / slack (ps)
4_1_cts: 1 / rgbchain / 190
6_report: 1 / rgbchain / 210
5_1_grt: 1 / rgbchain / 160
-- worst reg2reg max path: cells and delay by family, from the launching register on --
family	cells	cell delay, ps
fa+ha+maj	1	260
flops	1	390
buf+inv	1	60
compound gates	1	250
-- power by group --
part / internal, mW / switching, mW
registers: 0.133 / 0
clock network: 0.101 / 0.0575
logic: 0 / 0
-- registers in the layout, indices dropped and copies added (netlist names) --
register,flops
T,4
rgbchain,1
-- logic make-up (layout without fill, tap and decap cells) --
group           count (synthesis)  after routing  synth area share
compound gates                  4              4            0.1358
xor+xnor                        1              1           0.04322
fa+ha+maj                       2              2            0.1234
buf+inv                         5             10           0.09260
flops                           5              5            0.4938
simple gates                    3              3            0.1111
-- final cells by class --
cell class	count	area [sq um]
well taps	46	57.56
repair buffers	1	10.01
multi-input cells	10	83.83
fillers	404	3119
inverters	5	18.77
clock buffers	4	26.28
flip-flops and latches	5	100.1
Power and IR drop assume default switching activity.
